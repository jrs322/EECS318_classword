==> ./design.v <==
module ALU (C_out, ovrflow, carry, A_in, B_in, ALU_cmd);
  input[15:0] A_in, B_in;
  input[4:0] ALU_cmd;
  output[15:0] C_out;
  output ovrflow, carry;
  wire[1:0] cmd_type;
  wire[2:0] cmd_op;
  reg cin, ovrflow, carry;
  reg[3:0] shift_amt;
  reg[15:0] adder_in1, adder_in2, C_temp, C_out;
  wire[15:0] adder_sum;
  wire adder_co;
  assign cmd_type[1:0] = ALU_cmd[4:3];
  assign cmd_op[2:0] = ALU_cmd[2:0];
  log_adder alu_add(adder_sum, adder_co, adder_in1, adder_in2, cin);
  always @ (ALU_cmd or A_in or B_in)
    begin
      case(cmd_type)
        2'b00: begin  
                case(cmd_op)
                  3'b000: begin  
                            adder_in1 <= A_in;
                            adder_in2 <= B_in;
                            cin <= 1'b0;
                            #20 C_out <= adder_sum; carry <= adder_co;
                            ovrflow <= ((adder_in1[15] == adder_in2[15]) && (C_temp[15] != adder_in1[15]));
                          end
                  3'b001: begin  
                            adder_in1 <= A_in;
                            adder_in2 <= B_in;
                            cin <= 1'b0;
                            #10 C_out <= adder_sum; carry <= adder_co; ovrflow <= 1'b0;
                          end
                  3'b010: begin  
                            cin = 1'b1;
                            adder_in1 <= A_in;
                            adder_in2 <= ~B_in;
                            #10 C_out <= adder_sum; carry <= adder_co;
                            ovrflow <= ((adder_in1[15] == adder_in2[15]) && (C_temp[15] != adder_in1[15]));
                          end
                  3'b011: begin  
                            cin = 1'b1;
                            adder_in1 <= A_in;
                            adder_in2 <= ~B_in;
                            #10 C_out <= adder_sum; carry <= adder_co; ovrflow <= 0;
                          end
                  3'b100: begin  
                            cin = 1'b1;
                            adder_in1 <= A_in;
                            adder_in2 <= 16'b0;
                            #10 C_out <= adder_sum; carry <= adder_co;
                            ovrflow <= ((adder_in1[15] == adder_in2[15]) && (C_temp[15] != adder_in1[15]));
                          end
                  3'b101: begin  
                            cin = 1'b0;
                            adder_in1 <= A_in;
                            adder_in2 <= 16'b1111111111111111;
                            #10 C_out <= adder_sum; carry <= adder_co;
                            ovrflow <= ((adder_in1[15] == adder_in2[15]) && (C_temp[15] != adder_in1[15]));
                          end
                  default: C_out <= 16'bz;
                endcase
               end
        2'b01: begin  
                carry <= 1'b0;
                ovrflow <= 1'b0;
                case(cmd_op)
                  3'b000: C_out = A_in & B_in; 
                  3'b001: C_out = A_in | B_in; 
                  3'b010: C_out = A_in ^ B_in; 
                  3'b100: C_out <= A_in & B_in; 
                  default: C_out <= 16'bz;
                endcase
               end
        2'b11: begin  
                shift_amt <= B_in[3:0];
		            C_temp <= A_in;
                carry <= 1'b0;
                ovrflow <= 1'b0;
                case(cmd_op)
                  3'b000: C_out <= C_temp << shift_amt;
                  3'b001: C_out <= C_temp >> shift_amt;
                  3'b010: C_out <= C_temp <<< shift_amt;
                  3'b100: C_out <= C_temp >>> shift_amt;
                  default: C_out <= 16'bz;
                endcase
               end
        2'b10: begin  
                carry <= 1'b0;
                ovrflow <= 1'b0;
                case(cmd_op)
                  3'b000: begin
                            if (A_in <= B_in)
                              C_out = 16'b01;
                            else
                              C_out = 16'b0;
                          end
                  3'b001: begin
                            if (A_in < B_in)
                              C_out = 16'b01;
                            else
                              C_out = 16'b0;
                          end
                  3'b010: begin
                            if (A_in >= B_in)
                              C_out = 16'b01;
                            else
                              C_out = 16'b0;
                          end
                  3'b011: begin
                            if (A_in > B_in)
                              C_out = 16'b01;
                            else
                              C_out = 16'b0;
                          end
                  3'b100: begin
                            if (A_in == B_in)
                              C_out = 16'b01;
                            else
                              C_out = 16'b0;
                          end
                  3'b101: begin
                            if (A_in != B_in)
                              C_out = 16'b01;
                            else
                              C_out = 16'b0;
                          end
                  default: C_out <= 16'bz;
                endcase
               end
        default: C_out <= 16'bz;   
      endcase
    end
    initial begin
      $monitor("%d %d %b %b %b %b %b", $time, {carry, C_out}, {carry, C_out}, ovrflow, A_in, B_in, ALU_cmd);
    end
endmodule
module log_adder(sum, carryout, add_A, add_B, add_cin);
  input[15:0] add_A, add_B;
  input add_cin;
  output[15:0] sum;
  output carryout;
  wire [15:0] P0, G0, P1, G1, P2, G2, P3, G3, P4, G4;
  wire[15:0] co;
  generate
    genvar i;
    for (i = 0; i < 16; i = i + 1) begin
      assign P0[i] = add_A[i] ^ add_B[i];
      assign G0[i]  = add_A[i] & add_B[i];
    end
    genvar j;
    assign P1[0] = P0[0];
    assign G1[0] = P0[0];
    for (j = 1; j < 16; j = j + 1) begin
      assign P1[j] = P0[j] & P0[j-1];
      assign G1[j] = (P0[j] & G0[j-1]) | G0[j];
    end
    genvar k;
    assign P2[1:0] = P1[1:0];
    assign G2[1:0] = G1[1:0];
    for (k = 2; k < 16; k = k + 1) begin
      assign P2[k] = P1[k] & P1[k-2];
      assign G2[k] = (P1[k] & G1[k-2]) | G1[k];
    end
    genvar l;
    assign P3[3:0] = P2[3:0];
    assign G3[3:0] = G2[3:0];
    for (l = 4; l < 16; l = l+1) begin
      assign P3[l] = P2[l] & P2[l-4];
      assign G3[l] = (P2[l] & G2[l-4]) | G2[l];
    end
    genvar m;
    assign P4[7:0] = P3[7:0];
    assign G4[7:0] = G3[7:0];
    for (m = 8; m < 16; m = m + 1) begin
      assign P4[m] = P3[m] & P3[m-8];
      assign G4[m] = (P3[m] & G3[m-8]) | G3[m];
    end
    genvar o;
    for (o = 0; o < 16; o = o + 1) begin
      assign co[o] = ((P4[o] & add_cin) | G4[o]);
    end
    assign carryout = co[15];
    assign sum[0] = add_cin ^ P0[0];
    genvar n;
    for (n = 1; n < 16; n = n + 1)
      begin
        assign sum[n] = P0[n] ^ co[n-1];
      end
    endgenerate
  initial begin
    $monitor("%d %d %d %b %b %b %d %b", $time, add_A, add_B, add_cin, carryout, sum, {carryout, sum}, add_cin);
  end
endmodule
==> ./run.sh <==
#!/bin/bash
# OpenROAD 26Q1-2900-gdf79404cd8, Yosys 0.63+post, stock flow scripts
make -C /OpenROAD-flow-scripts/flow DESIGN_CONFIG=/design/flow/config.mk WORK_HOME=/design/flow/orfs finish
==> ./config.mk <==
export PLATFORM = sky130hd
export DESIGN_NAME = ALU
export DESIGN_NICKNAME = ALU
export VERILOG_FILES = /design/flow/design.v
export SDC_FILE = /design/flow/constraint.sdc
export NUM_CORES = 4
export LEC_CHECK = 1
export CORE_UTILIZATION = 40
==> ./constraint.sdc <==
current_design ALU

set clk_period 4.8
set clk_io_pct 0.2

create_clock -name clk0 -period $clk_period

set non_clock_inputs [all_inputs -no_clocks]
set_input_delay [expr $clk_period * $clk_io_pct] -clock clk0 $non_clock_inputs
set_output_delay [expr $clk_period * $clk_io_pct] -clock clk0 [all_outputs]
==> results.tsv <==
stage	metric	value	unit
setup_path	start_kind	primary input	
drt	drt-initial-drc-count	413	
floorplan	fp-row-count	40	
final_timing	worst_pin_slew	0.5584	ns
final_timing	untimed_endpoints	57	
power_and_ir_drop	peakVddDrop	0.00004047	V
floorplan	core	12160	um2
place	dpl_cell_area	5971	um2
setup_path	cpPeakStageDelay	0.55	ns
drt	vias	4843	
yosys	yosys_cells	622	
yosys	ys.flop_type	dlxtn_1	
power_and_ir_drop	p_leak	0.002702	uW
place	gp_congestion	0.9875	
power_and_ir_drop	power.internal	267.0	uW
clock_network	cts_resized	0	
clock_network	postCtsSetupRepairBufs	0	
final_timing	finalSetupViolations	0	
yosys	synth_flop_count	55	
final_timing	fin_crit	4.641	ns
final_timing	min_period_over_period	96.68	%
setup_path	crit_required	3.84	ns
power_and_ir_drop	pwr-share-comb	90.1	%
floorplan	die_area	13140	um2
power_and_ir_drop	clkPwrFrac	0	%
yosys	synth_warnings	9	
drt	routedWlPerCell	18.78	um
drt	wl	15.93	mm
global_routing	grt_first_pass_wirelength	25.01	mm
final_timing	relSlewSlack	62.64	%
setup_path	slowest_stage	clkdlybuf4s50_1	
global_routing	overflow	0	
place	io_buffers	55	
yosys	synth_area	5072	um2
yosys	edf_count	0	
global_routing	grt_pass1_vias	4556	
place	hpwl	13.06	mm
global_routing	grt_max_degree	42	
final_timing	rsz0062_at_grt	no	
finish	comb_area	3892	um2
yosys	synthCells	622	
clock_network	ctsHoldBuffers	0	
global_routing	track_usage	25.65	%
setup_path	critical-path-top-delay-family	buffers and inverters	
drt	antenna_cells	0	
setup_path	worst_path_most_repeated_cell	clkdlybuf4s50_1	
finish	layout-drive-gt1-share	12.35	%
drt	viasPerCell	5.711	
job	max-cap-violations	0	
setup_path	crit_fanout	3	
setup_path	cp.arrival	3.68	ns
drt	drc	0	
setup_path	path_buffers	3	
yosys	synth-area-yosys	5072	um2
yosys	async_flop_share	0	%
final_timing	fmax	0.2155	GHz
power_and_ir_drop	p_sw_share	49.89	%
drt	final_antenna_net_count	0	
finish	final_cell_mix	ha_1 (69), nor2_1 (59), clkdlybuf4s50_1 (55)	
setup_path	critPathCaptureType	output pin	
yosys	synthDistinctLibCells	66	
setup_path	worstSetupPathType	in2out	
yosys	avgSynthCellArea	8.155	um2
floorplan	die_w	114.6	um
finish	syn_to_final_growth	18.08	%
floorplan	fp.dieH	114.6	um
final_timing	unclocked_pins	55	
finish	fillers	1232	
finish	layout_top_cell	ha_1	
hold_path	min_path_type	in2out	
floorplan	fp_util	41.71	%
power_and_ir_drop	power_density	88.95	nW/um2
final_timing	drv_slew	0	
run_status	status	finished clean	
setup_path	cp_cell_sequence	clkdlybuf4s50_1 > inv_1 > ha_1 > nor4_1 > nand4_1 > and4b_1 > a211o_1 > mux2i_2 > a21oi_1 > clkdlybuf4s50_1	
job	warnings	67	
global_routing	grt_antenna_before_repair	1	
finish	final_area	5989	um2
power_and_ir_drop	p_switching	265.8	uW
final_timing	fin_setup_tns	0	ns
drt	dr.pass1.iters	5	
floorplan	io_pins	55	
final_timing	hold_violations	0	
finish	ff_latch_area	825.8	um2
power_and_ir_drop	seqPwrFrac	9.9	%
## cells in the mapped netlist, types with 11 or more instances
| cell type | number | share of area (%) |
|---|---|---|
| a211oi_1 | 14 | 2.1 |
| a21oi_1 | 31 | 3.1 |
| a221o_1 | 11 | 2.2 |
| clkbuf_1 | 25 | 1.9 |
| dlxtn_1 | 35 | 10 |
| dlxtp_1 | 20 | 5.9 |
| ha_1 | 69 | 17 |
| inv_1 | 49 | 3.6 |
| mux2i_1 | 20 | 3.9 |
| mux4_2 | 24 | 11 |
| nand2_1 | 35 | 2.6 |
| nand3_1 | 23 | 2.3 |
| nor2_1 | 59 | 4.4 |
| o21ai_0 | 34 | 3.4 |
| xnor2_1 | 19 | 3.3 |
## flip-flops by register name, summed over array words and instances (netlist names)
name       cells
ovrflow        1
adder_in2     16
carry          1
C_temp        16
shift_amt      4
adder_in1     16
cin            1
## power by group through the flow
stage                 Clock (uW)  Sequential (uW)  Combinational (uW)
final                          0             52.5                 480
after global routing           0             54.3                 533
after CTS                      0             52.4                 477
## path summary, 6_finish.rpt
kind / end / start / slack, ns / depth (start not counted)
worst max-delay path: C_out[0] / B_in[5] / 0.16 / 10
worst min-delay path: C_out[0] / ALU_cmd[4] / 3.19 / 6
## per-stage QoR
step	hold slack (ns)	utilization (%)	instances	setup slack, ns	total power (uW)
finish	3.185	49.25	848	0.1592	532.8
global route	3.264	49.25	848	0.02645	587.3
CTS	3.182	49.09	848	0.08431	529.4
detailed placement	3.165	49.09	848	0.09765	526.1
global placement	3.174	49.09	848	0.09840	524.6
floorplan	2.230	-	622	1.191	331.5
## logic make-up after synthesis
| group | count (synthesis) | synth area share [%] |
|---|---|---|
| latches | 55 | 16.28 |
| compound gates | 165 | 22.92 |
| xor+xnor | 24 | 4.144 |
| mux | 49 | 16.30 |
| buf+inv | 90 | 7.351 |
| simple gates | 170 | 15.98 |
| fa+ha+maj | 69 | 17.02 |
## layout make-up
class / instances / area share [%]
tap: 168 / 3.510
timing repair buffer: 98 / 14.58
sequential: 55 / 13.79
inverter: 50 / 3.133
multi-input combinational: 477 / 64.99
## tightest hold or removal path, cell delays in order
cell	delay, ns
clkdlybuf4s50_1	0.45
ha_1	0.21
inv_1	0.06
a22o_1	0.12
a21oi_1	0.04
clkdlybuf4s50_1	0.39
## per-layer routing
metal / up-vias / GRT usage [%] / routed length (um)
met2: 165 / 40.89 / 7313
met4: 0 / 2.511 / 176
met5: - / 0 / 0
li1: 2407 / - / -
met1: 2261 / 37.97 / 7194
met3: 10 / 5.124 / 1242
Power figures rest on the tool's default switching activity, not on a simulated workload.
